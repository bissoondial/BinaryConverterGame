**design/flow/run.sh**
```bash
#!/bin/bash
# OpenROAD 26Q1-2900-gdf79404cd8, Yosys 0.63+post, stock flow scripts
make -C /OpenROAD-flow-scripts/flow DESIGN_CONFIG=/design/flow/config.mk WORK_HOME=/design/flow/orfs finish
```
**design/flow/config.mk**
```make
export PLATFORM = sky130hd
export DESIGN_NAME = letter_mux
export DESIGN_NICKNAME = letter_mux
export VERILOG_FILES = /design/flow/design.v
export SDC_FILE = /design/flow/constraint.sdc
export NUM_CORES = 4
export LEC_CHECK = 1
export CORE_AREA = 10 10 70 70
export DIE_AREA = 0 0 80 80
```
**design/flow/constraint.sdc**
```tcl
current_design letter_mux

set clk_period 1.5
set clk_io_pct 0.2

create_clock -name clk0 -period $clk_period

set non_clock_inputs [all_inputs -no_clocks]
set_input_delay [expr $clk_period * $clk_io_pct] -clock clk0 $non_clock_inputs
set_output_delay [expr $clk_period * $clk_io_pct] -clock clk0 [all_outputs]
```
**design/flow/design.v**
```verilog
 module letter_mux( input [27:0] word,
                    input [1:0] sel,
                   output reg [6:0] choice,
                   output reg [3:0] anode);
always @ (sel) begin
    case(sel)
        3: begin
             anode = 4'b0111;
             choice = word[6:0]; 
        end
        2: begin
            anode = 4'b1011;
            choice = word[13:7];
        end
        1: begin 
             anode = 4'b1101;
             choice = word[20:14];
        end
        0: begin
             anode = 4'b1110;
             choice = word[27:21];
        end
    endcase
end
endmodule
```
==> run summary <==
yosys + openroad results -> total routed wirelength 1610 µm, Worst Setup End Kind output port, max cap viols 0, design area 624 µm², total gr overflow 0, startpoint type of the worst setup path input pin, RSZ-0062 raised after global routing no, vias per cell 3.09, first-pass GRT wire length 2330 µm, sequential cell area 0 µm², crit path kind in2out, final setup fails 0, yosys cell count 13, fill count 390, Total Power 0.000135 W, post-placement cell count 101, I/O pin count 41, Final Hold Viols 0, core area 3420 µm², hold_ws 979 ps, Area Growth Syn to Fin 210%, Syn. warnings 1, tally of OpenROAD warnings 32, measured slew at the worst slew-check pin 84.9 ps, # clk buffers 0, Yosys chip area 201 µm², drt wl/cell 15.0 µm, GPL Wtd Cong 0.781, cell leakage power 0.278 nW, flip-flops 0, layout cells sized above 1 0.364, die height 80 µm, min-delay worst type in2out, post-synthesis average cell area 15.5 µm², # Post-CTS Setup Buffers 0, status finished clean, power density cells 217 nW/µm², post-route setup slack 48.1 ps, chip area 6400 µm², vias in the first global route 386, Post-Syn Instances 13, Post-route DRC 0, Tmin final 1450 ps, Achievable Freq 689 MHz, row cnt 21, overall routing resource usage 0.0491, Synth Seq Share 0, first-pass detailed-route iteration total 3, VDD IR max 0.0799 mV, largest net degree at the start of global routing 10, Placed Area 676 µm², die extent in x 80 µm, antenna-violating nets left 0, mapped cell area 201 µm², initial antenna violation count 7, Critical Path Source sel[0], Non-Filler Instances 107, Synth top area share 0.671, max-slew violations 0, Required @ worst endpoint 1200 ps, DR iter-0 viols 19, min-delay src sel[1], fp util 0.0590, Slew HR 0.943, IO buf count 41, Max FO, Critical Path 6, Comb gate area 181 µm², dominant cell type by area after synthesis mux4_2, most frequent cell after synthesis mux4_2, crit path DAT 1150 ps, Unique cell types 8, period utilisation layout 0.968, post-place setup slack -753 ps, top cells by area, synth mux4_2, mux4_1, buf_6, or2b_1, nand2b_1, vias post-DR 331
## power by group
part	total (W)	internal, W	leakage [nW]	switching, W
Clock	0.000000000535	0.000000000535	0.0000380	0
Sequential	0	0	0	0
Combinational	0.000135	0.0000992	0.278	0.0000361
## through the flow
step	utilization	TNS (ps)
global route	0.181	0
detailed placement	0.198	-7220
global placement	0.198	-7080
CTS	0.176	0
finish	0.183	0
floorplan	-	0
## kinds of logic (layout without fill, tap and decap cells)
logic type,count (synthesis),in the layout,share of synthesized area
mux,7,7,0.801
other cells,0,6,0
buf+inv,2,44,0.0807
simple gates,4,4,0.118
## timing repair
action / CTS / global route
hold buffers: 0 / 0
endpoints found under the setup margin: 11 / 8
gates resized: 63 / 3
## per-layer routing
layer / track usage / part of all wire / up-vias
li1: - / - / 154
met1: 0.0673 / 0.49 / 132
met2: 0.0377 / 0.18 / 41
met3: 0.0727 / 0.32 / 2
met4: 0 / 0 / 2
met5: 0 / 0.0081 / -
## worst paths after layout
path | to | slack (ps) | cells past startpoint
min | choice[2] | 980 | 3
max | choice[3] | 50 | 4
## cell usage in the layout (no fill, tap or decap), types with 2 or more instances in the layout
master and n:
buf_2 7, buf_4 3, clkdlybuf4s50_1 2, diode_2 6, dlygate4sd2_1 29, mux4_2 7
## area by class of cell
type,count,area share
multi-input cells,11,0.291
well taps,46,0.0922
diodes,6,0.0240
repair buffers,44,0.593
## critical path, cell delays in order
cell	delay (ps)
buf_4	100
buf_8	120
mux4_2	500
buf_2	130
Power is estimated from default activity; no workload was simulated.
